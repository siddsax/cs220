### design/flow/run.sh
#!/bin/bash
# OpenROAD 26Q1-2900-gdf79404cd8, Yosys 0.63+post, stock flow scripts
make -C /OpenROAD-flow-scripts/flow DESIGN_CONFIG=/design/flow/config.mk WORK_HOME=/design/flow/orfs finish
### design/flow/config.mk
export PLATFORM = sky130hd
export DESIGN_NAME = counter
export DESIGN_NICKNAME = counter
export VERILOG_FILES = /design/flow/design.v
export SDC_FILE = /design/flow/constraint.sdc
export NUM_CORES = 4
export LEC_CHECK = 1
export CORE_AREA = 10 10 70 70
export DIE_AREA = 0 0 80 80
### design/flow/constraint.sdc
current_design counter

set clk_period 1.2
set clk_io_pct 0.2

create_clock -name clk0 -period $clk_period [get_ports {clk}]

set non_clock_inputs [all_inputs -no_clocks]
set_input_delay [expr $clk_period * $clk_io_pct] -clock clk0 $non_clock_inputs
set_output_delay [expr $clk_period * $clk_io_pct] -clock clk0 [all_outputs]
### design/flow/design.v
module counter
(
	clk,
	reset,
	result,
	init,
	set
);
	input clk;
	input reset;
	input set;
	input [3:0] init;
	output [3:0] result;
	reg [3:0] result;
	reg [3:0] store;
	always @(posedge clk or posedge reset or posedge set)
	begin
		if (reset) 
			result = 0;		
		else if (set)
		  result = init;
		else
		  result = result + 1;
	end
endmodule	
==> results.cfg <==
; yosys + openroad results
[route]
first_pass_iters = 4
diodes = 0
drc = 0
routed_wl_um = 696
vias = 205
initialDrtViolationCount = 6
vias_per_cell = 2.44
detail_route.wl_per_cell_um = 8.29
ant_nets = 0

[pwr]
p_sw_share_pct = 18.6
p_leak_nw = 0.192
combPwrFrac_pct = 11.0
seqPwrFrac_pct = 45.7
p_per_area_mw_per_mm2 = 896
p_int_w = 0.000309
power.net_switching_w = 0.0000706
pwr-share-clk_pct = 43.3
ir_worst_vdd_v = 0.000517

[final_timing]
min_period_ns = 1.16
fin_skew_ns = 0.000321
fmax_mhz = 859
slew_headroom_pct = 83.1
report.final.slew_viol_count = 0
tightestPinTransition_ns = 0.253
rsz0062_at_grt = false
setup_viol = 0
finalCritPeriodShare_pct = 97.0
hold_slack_ns = 0.381
hold_violations = 0
fin_ws_ns = 0.0364

[finish]
utilization_pct = 12.4
synthToLayoutAreaGrowth_pct = 85.2
final_cells = 84
drive_gt1_share_pct = 28.9
lay_top_count = clkdlybuf4s50_1
largest_register_ff_count = 4

[critical_path]
slowest_delay_ns = 0.52
critPathRequiredTime_ns = 0.96
path_delay_family = flip-flops
cp-end-kind = primary output
reg2reg_from = result[0]
rr_endpoint = result[2]
critical_path.slowest_cell = dfbbp_1
crit_path_max_fanout = 2
rrSetupSlack_ns = 0.11
cp-start-kind = register
arrival_ns = 0.92
r2r_cells = 3
critical_path_class = reg -> out
crit_chain = clkdlybuf4s15_1
path_buffers = 1

[global_route]
grt_usage_pct = 2.49
grt_pass1_vias = 209
grt_overflow_total = 0
grt_max_degree = 6
grt_pass1_wl_um = 1160
antenna_found_initial = 0

[floorplan]
die_y_um = 80
fp_util_pct = 6.70
die_x_um = 80
ios = 11
core_mm2 = 0.00342
dieArea_mm2 = 0.00640
rows = 21

[yosys]
synth_cell_types = 9
synth_warnings = 2
yosysSeqAreaShare_pct = 56.8
synth_area_per_cell_um2 = 10.9
synthesis.area_um2 = 229
ys_ff = 4
yosys_cells = 21
synth_cells = 21
yosysChipArea_um2 = 229

[clocking]
clkSlewWorstSetupHoldPaths_ns = 0.04
htree_levels = 1
clock_path_buffers = 2
cts-root-buf = clkbuf_4
cts_setup_buffers = 0
numCtsBuffers = 3
clock_sinks = 4
clk_latency_ns = 0.23
cts_tree = yes

[job]
cap_viol_max_count = 0
warning_count = 28

[placed_design]
pre_cts_ws_ns = -0.0191
placed_cells = 81
portBuffers = 10
hpwl_um = 614
gp_congestion = 0.710

[run_status]
status = finished clean

[min_path]
hold_class = in -> async
## cell families (layout without fill, tap and decap cells)
kind of cell	Yosys count	after routing	synth area share [%]
and+or+nand+nor	6	6	14.7
AOI/OAI and AO/OA	4	4	8.74
DFF	4	4	56.8
buffers and inverters	4	21	6.56
xor gates and xnor gates	2	2	7.65
adders and majority gates	1	1	5.46
## area by class of cell
class | count | area (µm²)
fillers | 412 | 2990
flip-flops and latches | 4 | 130
repair buffers | 14 | 115
multi-input cells | 13 | 83.8
well taps | 46 | 57.6
clock buffers | 3 | 22.5
inverters | 4 | 15.0
## power by group through the flow
stage | Combinational [W] | Sequential [W] | Clock, W
final | 0.0000420 | 0.000174 | 0.000165
after global routing | 0.0000473 | 0.000173 | 0.000183
after CTS | 0.0000422 | 0.000173 | 0.000172
## stage by stage
stage	instance area (µm²)	total power, W	TNS [ns]
2_1_floorplan	229	0.000189	0
3_3_place_gp	417	0.000216	-0.0585
3_5_place_dp	417	0.000218	-0.0521
4_1_cts	437	0.000388	0
5_1_grt	424	0.000404	0
6_report	424	0.000380	0
## worst max-delay path by stage
stage | startpoint | end | slack (ns) | depth (start not counted)
5_1_grt | result[2] | result[2] | 0.01 | 1
4_1_cts | result[2] | result[2] | 0.0002 | 1
6_report | result[2] | result[2] | 0.04 | 1
## metal layers
| metal | GRT usage, % | wire, µm |
|---|---|---|
| met1 | 3.83 | 433 |
| met5 | 0 | 0 |
| met4 | 0.176 | 0 |
| met3 | 2.84 | 123 |
| met2 | 1.93 | 139 |
## repair_timing
| item | in CTS | in global routing |
|---|---|---|
| gates cloned | 0 | 0 |
| endpoints found under the setup margin | 4 | 4 |
| resized | 6 | 5 |
| hold buffers | 0 | 0 |
## cells in the mapped netlist (all sizes together)
cell type / count / share of area [%]
nand2: 4 / 6.6
inv: 4 / 6.6
a21oi: 4 / 8.7
ha: 1 / 5.5
nor2b: 1 / 6.0
xor2: 1 / 3.8
nand3: 1 / 2.2
xnor2: 1 / 3.8
dfbbp: 4 / 57
No activity file was given, so power comes from the tool's default toggle rates.
